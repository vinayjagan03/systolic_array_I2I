[/design/flow/design.v]
localparam WORD_SIZE = 32;
typedef logic [WORD_SIZE-1:0] word_t;
module controller (
    input logic clk, n_rst,
    input logic AWVALID,
    input word_t AWADDR,
    output logic AWREADY,
    input logic WDVALID,
    input word_t WDATA,
    output logic WDREADY,
    input logic ARVALID,
    input word_t ARADDR,
    output logic ARREADY,
    input logic RDREADY,
    output logic RDVALID,
    output word_t RDATA,
    output logic sc_read_en,
    output logic sc_write_en,
    output word_t sc_data_in,
    input word_t sc_data_out,
    output word_t sc_addr,
    input logic sc_ready,
    output logic start_matmul,
    output word_t input_addr, weight_addr, output_addr,
    input logic matmul_finished
);
    typedef enum logic[2:0] { start, sc_read, sc_write, setup_matmul, matmul } state_t;
    state_t state, next_state;
    always_ff @(posedge clk, negedge n_rst) begin
        if (!n_rst) begin
            state <= start;
            input_addr <= 0;
            weight_addr <= 0;
            output_addr <= 0;
        end else begin
            state <= next_state;
            input_addr <= (state == setup_matmul && AWADDR == 32'hF0000) ? WDATA : input_addr;
            weight_addr <= (state == setup_matmul && AWADDR == 32'hF0001) ? WDATA : weight_addr;
            output_addr <= (state == setup_matmul && AWADDR == 32'hF0003) ? WDATA : output_addr;
        end
    end
    always_comb begin
        next_state = state;
        case (state)
            start: begin
                if (ARVALID)
                    next_state = sc_read;
                else if (AWVALID && AWADDR[23:20] == 0 && AWADDR[19:16] == 4'hF)
                    next_state = setup_matmul;
                else if (AWVALID && AWADDR[23:20] == 4'h1)
                    next_state = matmul;
                else if (AWVALID)
                    next_state = sc_write;
            end
            sc_read: begin
                if (sc_ready) next_state = start;
            end
            sc_write: begin
                if (sc_ready) next_state = start;
            end
            setup_matmul: begin
                next_state = start;
            end
            matmul: begin
                if (matmul_finished) next_state = start;
            end
        endcase
    end
    always_comb begin
        sc_read_en = 1'b0;
        sc_addr = 0;
        ARREADY = 1'b0;
        AWREADY = 1'b0;
        WDREADY = 1'b0;
        start_matmul = 1'b0;
        RDATA = 0;
        RDVALID = 1'b0;
        sc_data_in = 0;
        sc_write_en = 1'b0;
        case (state)
            start: begin
                if (next_state == sc_read) begin
                    ARREADY = 1'b1;
                    sc_read_en = 1'b1;
                    sc_addr = ARADDR;
                    RDATA = sc_data_out;
                end
                else if (next_state != start) begin
                    AWREADY = 1'b1;
                end
                if (next_state == matmul) begin
                    start_matmul = 1'b1;
                end
            end
            sc_read: begin
                sc_read_en = 1'b1;
                sc_addr = ARADDR;
                RDATA = sc_data_out;
                RDVALID = 1'b1;
            end
            sc_write: begin
                sc_write_en = 1'b1;
                sc_addr = AWADDR;
                WDREADY = 1'b1;
                sc_data_in = WDATA;
            end
            setup_matmul: begin
                WDREADY = 1'b1;
            end
            matmul: begin
                start_matmul = 1'b1;
                WDREADY = matmul_finished;
            end
        endcase
    end
endmodule
[/design/flow/run.sh]
#!/bin/bash
# OpenROAD 26Q1-2900-gdf79404cd8, Yosys 0.63+post, stock flow scripts
make -C /OpenROAD-flow-scripts/flow DESIGN_CONFIG=/design/flow/config.mk WORK_HOME=/design/flow/orfs finish
[/design/flow/config.mk]
export PLATFORM = sky130hd
export DESIGN_NAME = controller
export DESIGN_NICKNAME = controller
export VERILOG_FILES = /design/flow/design.v
export SDC_FILE = /design/flow/constraint.sdc
export NUM_CORES = 4
export LEC_CHECK = 1
export CORE_AREA = 10 10 223 223
export DIE_AREA = 0 0 233 233
[/design/flow/constraint.sdc]
current_design controller

set clk_period 11.3
set clk_io_pct 0.2

create_clock -name clk0 -period $clk_period [get_ports {clk}]

set non_clock_inputs [all_inputs -no_clocks]
set_input_delay [expr $clk_period * $clk_io_pct] -clock clk0 $non_clock_inputs
set_output_delay [expr $clk_period * $clk_io_pct] -clock clk0 [all_outputs]
==> impl_metrics.env <==
# flow metrics
export IMPL_drive_gt1_share_pct=13.5
export IMPL_dp_cells=1267
export IMPL_place_hpwl_um=16600
export IMPL_skew_ns=0.00535
export IMPL_area_delta_synth_final_pct=86.1
export IMPL_rsz0062_at_grt="false"
export IMPL_top_area_share_pct=50.2
export IMPL_ys_types=34
export IMPL_whs_ns=0.485
export IMPL_first_pass_iters=6
export IMPL_stdcell_count=1282
export IMPL_worstRegToRegCells=5
export IMPL_tns_ns=0
export IMPL_groute_usage_overall_pct=7.55
export IMPL_cts_buffers=9
export IMPL_grt_pass1_vias=4598
export IMPL_finalHoldViolCount=0
export IMPL_cp_top_family="buffers and inverters"
export IMPL_maxCapViolations=0
export IMPL_postSynthSeqShare_pct=50.8
export IMPL_grtUsageMet2_pct=12.1
export IMPL_r2r_setup_slack_ns=8.70
export IMPL_yosysCellCount=361
export IMPL_grt_use_met1_pct=9.28
export IMPL_cp_arrival_ns=4.47
export IMPL_crit_path_max_fanout=65
export IMPL_num_fill_cells=4835
export IMPL_ctsLongestPathBuffers=2
export IMPL_cp_common_cell="clkdlybuf4s50_1"
export IMPL_synth_simple_area_share_pct=12.8
export IMPL_peakVddDrop_mv=0.0667
export IMPL_final_cell_mix="clkdlybuf4s50_1 (331), dfrtp_1 (99), and2_1 (65), mux2_4 (60), mux2_1 (36)"
export IMPL_met3_usage_pct=3.41
export IMPL_synthArstFlopShare_pct=100
export IMPL_synthTopLogicFamily="multiplexers"
export IMPL_grt_antenna_before_repair=1
export IMPL_slowest_delay_ns=0.52
export IMPL_maxSlewViolCount=0
export IMPL_num_antenna_cells=0
export IMPL_p_int_mw=0.694
export IMPL_setup_viol=0
export IMPL_combPwrFrac_pct=22.6
export IMPL_chipArea_sq_um=54300
export IMPL_power_frac_seq_pct=40.1
export IMPL_via_count=4171
export IMPL_critPathKind="in2out"
export IMPL_avgViaCountPerCell=3.25
export IMPL_start_kind="input pin"
export IMPL_mux_share_pct=26.2
export IMPL_total_power_mw=0.910
export IMPL_whs_path_depth=1
export IMPL_critPathCaptureType="output port"
export IMPL_min_path_type="reg2reg"
export IMPL_seq_area_sq_um=2530
export IMPL_portBuffers=332
export IMPL_max_freq_mhz=149
export IMPL_clk_latency_ns=0.38
export IMPL_grt_remaining_overflow=0
export IMPL_status="finished, final reports clean"
export IMPL_ys_seq_elements=101
export IMPL_rr_endpoint="input_addr[3]$_DFFE_PN0P_"
export IMPL_initCoreUtil_pct=11.2
export IMPL_ys_flop_type="dfrtp_1"
export IMPL_relSlewSlack_pct=51.9
export IMPL_leakage_nw=4.05
export IMPL_drt_iter0_drc=147
export IMPL_fin_util_pct=20.8
export IMPL_path_clk_slew_ns=0.07
export IMPL_final_common_cell="clkdlybuf4s50_1"
export IMPL_period_used_pct=59.6
export IMPL_grt_busiest_layer="met2"
export IMPL_p_clk_share_pct=37.3
export IMPL_powerDensity_nw_per_um2=98.1
export IMPL_hold_start="weight_addr[31]$_DFFE_PN0P_"
export IMPL_cts_root_buf="clkbuf_16"
export IMPL_rr_startpoint="state[4]$_DFF_PN0_"
export IMPL_io_pins=335
export IMPL_dieWidth_um=233
export IMPL_aoi_share_pct=6.71
export IMPL_postCtsResizedCells=0
export IMPL_ys_warn_count=1
export IMPL_synthXorXnorAreaFrac_pct=0
export IMPL_gp_congestion=0.761
export IMPL_synth_cells=361
export IMPL_wl_um=21100
export IMPL_post_cts_buffers=0
export IMPL_wl_per_cell_um=16.5
export IMPL_power_net_switching_mw=0.216
export IMPL_htree_levels=3
export IMPL_holdPathEnd="weight_addr[31]$_DFFE_PN0P_"
export IMPL_edf_count=0
export IMPL_post_route_min_period_ns=6.73
export IMPL_fa_ha_area_share_pct=0
export IMPL_hold_buffers=0
export IMPL_required_ns=9.04
export IMPL_rows=77
export IMPL_cts_sinks=101
export IMPL_critPathSlowestCell="clkdlybuf4s50_1"
export IMPL_die_h_um=233
export IMPL_grt_max_degree=69
export IMPL_warnings=27
export IMPL_comb_area_sq_um=2310
export IMPL_top_area_cell="dfrtp_1"
export IMPL_final_antenna_net_count=0
export IMPL_crit_buf_inv=3
export IMPL_top_cells_by_area="dfrtp_1 (50%), mux2_4 (18%), and2_1 (8.2%)"
export IMPL_cts_tree="done"
export IMPL_synth_area_sq_um=4980
export IMPL_grt_pass1_wl_um=30600
export IMPL_core_area_sq_um=44500
export IMPL_switching_share_pct=23.7
export IMPL_tightest_slew_ns=0.722
export IMPL_crit_chain="clkdlybuf4s50_1 -> nand2b_1 -> nand2_1 -> o21ai_4 -> buf_4 -> a22o_1 -> clkdlybuf4s50_1"
export IMPL_drc=0
export IMPL_ys_area_sq_um=4980
export IMPL_avgSynthCellArea_sq_um=13.8
## cell families after synthesis
group / count (synthesis)
muxes: 96
AOI/OAI and AO/OA: 41
buffers and inverters: 28
and+or+nand+nor: 95
DFF: 101
## power by group through the flow
stage	Sequential (mW)	Combinational [mW]	Clock [mW]
CTS	0.364	0.212	0.365
global route	0.365	0.227	0.374
finish	0.365	0.206	0.339
## routing by layer
layer	share of wire, %	routed length, um	vias to the layer above
li1	-	-	1935
met1	41	8700	1974
met2	46	9670	243
met3	11	2340	19
met4	2.0	423	0
met5	0	0	-
## worst max-delay path by stage
stage             from         end  slack, ns  cells past startpoint
global route  sc_ready  sc_addr[4]       4.38                      7
CTS           sc_ready  sc_addr[4]       4.52                      7
finish        sc_ready  sc_addr[4]       4.57                      7
## registers in the layout (all words and copies together), names as in the netlist
| name | count |
|---|---|
| input_addr | 32 |
| output_addr | 32 |
| state | 5 |
| weight_addr | 32 |
## cells in the mapped netlist (all sizes together), types with 2 or more instances
master / instances
mux2: 96
nor4: 4
nand2: 3
nand2b: 5
nand4: 2
nor3: 3
dfrtp: 100
a22o: 32
a21oi: 2
buf: 11
inv: 4
or4: 5
o21ai: 4
and2: 65
clkbuf: 13
## area by class of cell
| cell class | count | share of cell area [%] |
|---|---|---|
| Timing Repair Buffer | 338 | 36.3 |
| Tap cell | 592 | 7.99 |
| Sequential cell | 101 | 27.3 |
| Clock buffer | 10 | 2.47 |
| Inverter | 4 | 0.162 |
| Multi-Input combinational cell | 232 | 24.9 |
| Clock inverter | 5 | 0.891 |
## metrics by stage
stage / instance area, sq um / setup WS (ns)
floorplan: 4980 / 5.75
global placement: 8960 / 4.53
detailed placement: 8960 / 4.52
CTS: 9270 / 4.52
global route: 9270 / 4.38
finish: 9270 / 4.57
Power figures rest on the tool's default switching activity, not on a simulated workload.
