$ cat config.mk
export PLATFORM = sky130hd
export DESIGN_NAME = fp32_mul
export DESIGN_NICKNAME = fp32_mul
export VERILOG_FILES = /design/flow/design.v
export SDC_FILE = /design/flow/constraint.sdc
export NUM_CORES = 4
export LEC_CHECK = 1
export CORE_UTILIZATION = 50
$ cat constraint.sdc
current_design fp32_mul

set clk_period 4.4
set clk_io_pct 0.2

create_clock -name clk0 -period $clk_period [get_ports {clk}]

set non_clock_inputs [all_inputs -no_clocks]
set_input_delay [expr $clk_period * $clk_io_pct] -clock clk0 $non_clock_inputs
set_output_delay [expr $clk_period * $clk_io_pct] -clock clk0 [all_outputs]
$ cat design.v
module fp32_mul #(
  parameter PIPE_STAGES = 2
)(
  input  wire        clk,
  input  wire        rst_n,
  input  wire        valid_in,
  input  wire [31:0] a,
  input  wire [31:0] b,
  input logic [31:0] x_i, w_i,
  output logic [31:0] x_o, w_o,
  output wire        valid_out,
  output wire [31:0] y
);
  reg         v1;
  reg         s1_sign;
  reg  [8:0]  s1_exp_sum;
  reg  [47:0] s1_prod;
  reg         s1_a_zero, s1_b_zero;
  logic [31:0] x1, x2, w1, w2;
  always @(posedge clk or negedge rst_n) begin
    reg        a_sign, b_sign;
    reg [7:0]  a_exp,  b_exp;
    reg [22:0] a_frac, b_frac;
    reg [23:0] a_mant, b_mant;
    if (!rst_n) begin
      v1         <= 1'b0;
      s1_sign    <= 1'b0;
      s1_exp_sum <= 9'd0;
      s1_prod    <= 48'd0;
      s1_a_zero  <= 1'b1;
      s1_b_zero  <= 1'b1;
    end else begin
      x1 <= x_i;
      w1 <= w_i;
      v1      <= valid_in;
      a_sign  = a[31]; a_exp = a[30:23]; a_frac = a[22:0];
      b_sign  = b[31]; b_exp = b[30:23]; b_frac = b[22:0];
      s1_a_zero <= (a[30:0] == 31'd0);
      s1_b_zero <= (b[30:0] == 31'd0);
      a_mant = (a_exp == 8'd0) ? 24'd0 : {1'b1, a_frac};
      b_mant = (b_exp == 8'd0) ? 24'd0 : {1'b1, b_frac};
      s1_sign    <= a_sign ^ b_sign;
      s1_exp_sum <= {1'b0,a_exp} + {1'b0,b_exp} - 9'd127;  
      s1_prod    <= a_mant * b_mant;  
    end
  end
  reg         v2;
  reg [31:0]  y2;
  reg [31:0] out_word;
  reg [8:0]  exp_n;
  reg [22:0] frac_n;
  always @(posedge clk or negedge rst_n) begin
    if (!rst_n) begin
      v2 <= 1'b0;
      y2 <= 32'h0000_0000;
      x2 <= 0;
      w2 <= 0;
    end else begin
      v2 <= v1;
      y2 <= out_word;
      x2 <= x1;
      w2 <= w1;
    end
  end
  always_comb begin
      out_word = 32'h0000_0000;
      exp_n = 0;
      frac_n = 0;
      if (s1_a_zero || s1_b_zero || (s1_prod == 48'd0)) begin
        out_word = {s1_sign, 31'h0};  
      end else begin
        exp_n = s1_exp_sum;
        if (s1_prod[47]) begin
          exp_n  = exp_n + 9'd1;
          frac_n = s1_prod[46:24];  
        end else begin
          frac_n = s1_prod[45:23];
        end
        if (exp_n[8] || exp_n >= 9'd255)
          out_word = {s1_sign, 8'hFF, 23'h0};     
        else if (exp_n <= 9'd0)
          out_word = {s1_sign, 31'h0};            
        else
          out_word = {s1_sign, exp_n[7:0], frac_n};
      end
  end
  assign valid_out = v2;
  assign y         = y2;
  assign x_o       = x2;
  assign w_o       = w2;
endmodule
$ cat run.sh
#!/bin/bash
# OpenROAD 26Q1-2900-gdf79404cd8, Yosys 0.63+post, stock flow scripts
make -C /OpenROAD-flow-scripts/flow DESIGN_CONFIG=/design/flow/config.mk WORK_HOME=/design/flow/orfs finish
==> flow_summary_export.csv <==
group,metric,value,unit
grt,grt_max_degree,90,
synth,netlist_instances,2597,
placed_design,portBuffers,227,
floorplanning,die_w,231,µm
clock_tree,cts.path.max_buffers,3,
status,failing_step,"global routing (5_1_grt)",
synth,synth_warnings,1,
synth,syn_avg_cell_area,10.1,µm²
floorplanning,io_pins,228,
final_timing,endpoint_type,"register input",
synth,yosysChipArea,26200,µm²
synth,ys.flop_type,"dfrtp_1",
placed_design,gp_congestion,0.981,
floorplanning,fp_util,50.9,%
floorplanning,rows,83,
placed_design,dpl.hpwl,62600,µm
clock_tree,cts_buffers,18,
synth,most_common_cell,"inv_1",
final_timing,postGrtWorstEndpoint,"s1_prod[42]$_DFF_PN0_/D",
synth,synth_stat.cells,2597,
synth,synth_top_cell_by_area,"fa_1",
synth,ys_ff,222,
synth,synth-edff-count,64,
placed_design,dp_cells,3713,
floorplanning,die_y,231,µm
clock_tree,clock_sinks,222,
synth,netlist_area,26200,µm²
clock_tree,cts_max_level,1,
synth,topCellsByArea,"fa_1 37%, dfrtp_1 15%, ha_1 9.1%",
clock_tree,cts_root_buf,"clkbuf_16",
status,tool.error,"[ERROR GRT-0116] Global routing finished with congestion. Check the congestion regions in the DRC Viewer.",
synth,common_cells,"571 x inv_1, 483 x fa_1, 297 x nand2_1",
synth,synthArstFlopShare,71.2,%
status,status,"aborted with a tool error",
synth,ys_seq_share,22.4,%
synth,synth.distinct_cells,58,
synth,synth_top_area_share,36.9,%
cells by family after synthesis:
kind of cell	count (synthesis)	share of synthesized area, %
simple gates	752	14.5
buf+inv	706	10.1
fa+ha+maj	673	46.0
flops	222	22.4
compound gates	159	4.02
xor+xnor	59	1.97
mux	26	0.993
stage by stage:
stage / worst slack [ps] / cell area (µm²)
floorplan: -3140 / 26700
global placement: -4260 / 32000
detailed placement: -4320 / 32000
CTS: -3170 / 33600
repair_timing:
item	in CTS
gates resized	258
cloned	2
pin swaps	89
endpoints found under the setup margin	44
hold buffers	0
buffers inserted	20
